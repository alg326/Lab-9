==> flow/run.sh <==
#!/bin/bash
# OpenROAD 26Q1-2900-gdf79404cd8, Yosys 0.63+post, stock flow scripts
make -C /OpenROAD-flow-scripts/flow DESIGN_CONFIG=/design/flow/config.mk WORK_HOME=/design/flow/orfs finish
==> flow/config.mk <==
export PLATFORM = sky130hd
export DESIGN_NAME = multiplier_seq
export DESIGN_NICKNAME = multiplier_seq
export VERILOG_FILES = /design/flow/design.v
export SDC_FILE = /design/flow/constraint.sdc
export NUM_CORES = 4
export LEC_CHECK = 1
export CORE_AREA = 10 10 105 105
export DIE_AREA = 0 0 115 115
==> flow/constraint.sdc <==
current_design multiplier_seq

set clk_period 5.3
set clk_io_pct 0.2

create_clock -name clk0 -period $clk_period [get_ports {clk}]

set non_clock_inputs [all_inputs -no_clocks]
set_input_delay [expr $clk_period * $clk_io_pct] -clock clk0 $non_clock_inputs
set_output_delay [expr $clk_period * $clk_io_pct] -clock clk0 [all_outputs]
==> flow/design.v <==
`timescale 1ns / 1ps
module multiplier_seq(clk,rst,op_a,op_b,prod);
    input clk;
    input rst;
    input [3:0] op_a, op_b;
    output reg [7:0] prod;
    parameter s0_idle=0, s1_multiply=1, s2_update = 2, s3_done = 3;
    reg [1:0] NS, PS;
    reg [7:0] partial_prod;
    reg [7:0] multiplicand;
    reg [3:0] operand_bb;
    reg [2:0] shift_count;
    always @(posedge clk or posedge rst)
        begin
            if (rst)
                PS <= s0_idle;
            else
                PS <= NS;
        end
    always @(posedge clk)
        begin
            case(PS)
                s0_idle: begin
                    NS <= s1_multiply;
                    partial_prod <= 8'b0;
                    multiplicand <= {4'b0,op_a};
                    operand_bb <= op_b;
                    shift_count <= 3'b0;
                end
                s1_multiply: begin
                    if(operand_bb[0]==0 & shift_count<4)
                    begin
                        partial_prod <= partial_prod;
                        multiplicand <= multiplicand<<1;
                        operand_bb <= operand_bb>>1;
                        shift_count <= shift_count+3'b1;
                    end
                    else if (operand_bb[0]==1 & shift_count<4)
                    begin
                        partial_prod <= partial_prod+multiplicand;
                        multiplicand <= multiplicand<<1;
                        operand_bb <= operand_bb>>1;
                        shift_count <= shift_count+3'b1;
                    end
                    if(shift_count==4)
                    begin
                        NS <= s2_update;
                    end
                    else
                    begin
                        NS <= s1_multiply;
                    end
                end
                s2_update: begin
                    prod <= partial_prod; 
                    NS <= s3_done;
                end
                s3_done: begin
                    NS <= s0_idle;
                end
            endcase
        end
endmodule
==> run summary <==
result of the run: completed
number of buffers added to fix hold violations after cts: 0
clock tree from TritonCTS: done
relative max-transition margin: 0.464
synthesis-to-finish area growth: 26.8%
combinational gate area: 534 um^2
Critical Setup Path Class: reg2out
worst path cell trace: clkdlybuf4s50_1
clock buffer depth: 2
Iteration-0 DRC Markers: 37
worst vdd rail ir drop: 99.8 uV
largest clock skew in the final design: 0.00688 ns
cell resize tally after clock tree synthesis: 0
average cell area after synthesis: 12.4 um^2
Crit path arrival time: 1.09 ns
cells after synthesis: 130
routability cong.: 0.843
Buffers & Inverters on Critical Path: 1
clk slew on worst S/H paths: 0.08 ns
highest-delay cell along the critical path: clkdlybuf4s50_1
design area: 2040 um^2
Worst Path Required: 4.24 ns
count of final setup violators: 0
placeable core region: 8760 um^2
overflow left after global routing: 0
Clock Latency Late Sink: 0.29 ns
Worst Max-Slew Pin Slew: 0.801 ns
post-detailed-route via-to-cell ratio: 3.89
fraction of synthesis flops using an asynchronous set or reset pin: 0.0571
initial standard-cell utilization of the core: 0.183
minimum clock period after layout: 2.15 ns
Routed WL: 2.89 mm
overall global routing resource usage: 0.0466
leakage power summed over all cells: 0.789 nW
post-layout period usage: 0.406
Primary FF master, synth: edfxtp_1
number of remaining DRC errors: 0
Ports: 18
Min-Delay Path Class: reg2reg
clock root buffer master: clkbuf_8
count of flip-flops with a built-in enable after synthesis: 31
total of max-cap violations: 0
Routed wire per std cell: 11.0 um
share of post-route cells with drive strength above 1: 0.0774
part of the Yosys area used for sequential elements: 0.636
Yosys warning count: 1
H-tree levels: 2
Crit path max-delay family: buffers and inverters
chip area from the yosys synthesis statistics: 1610 um^2
final hold violation count: 0
element type at the critical path start: flop
count of input and output buffers: 17
maximum achievable frequency: 464 MHz
antenna violations before repair: 0
worst stage delay on the critical path: 0.46 ns
area of all sequential standard cells: 1020 um^2
Pre-antenna DRT Iters: 4
diodes inserted: 0
final count of pins violating max slew: 0
#FFs+latches synth: 35
total CTS buffers: 5
first-pass GRT wire length: 5.03 mm
library cells used by synthesis: 31
maximum fanout encountered on the critical timing path: 1
number of standard-cell rows in the floorplan: 34
total placed instance area: 1920 um^2
setup repair after global routing missed its margin: no
cell accounting for the most synthesized area: edfxtp_1
# Cells Yosys: 130
buffers inserted by post-CTS timing repair: 0
detailed-placement wirelength estimate: 2.16 mm
die span in x: 115 um
setup_tns: 0 ns
CTS Sinks: 35
top area cells in the synthesized netlist: edfxtp_1, ha_1, nand2_1, and2_1, dfrtp_1
cell area after synthesis: 1610 um^2
via count: 1,023
maximum number of pins on one net before global-route repair: 19
category of the worst setup path capture point: primary output
total power divided by cell area: 301 nW/um^2
post-synth top area share: 0.579
height of the die: 115 um
count of fill cells added during filler insertion: 928
Die Area: 13,200 um^2
via count of the first global-routing pass: 1,034
antenna viol nets, final: 0
tool warning count: 26
[metrics by stage]
step / total power [mW] / hold slack, ns / worst slack, ns / cells / util
after floorplan: 0.358 / 0.316 / 2.90 / 130 / -
after global placement: 0.373 / 0.317 / 3.40 / 255 / 0.219
after detailed placement: 0.374 / 0.320 / 3.41 / 255 / 0.219
after CTS: 0.623 / 0.331 / 3.11 / 263 / 0.232
after global routing: 0.645 / 0.346 / 3.10 / 263 / 0.232
final: 0.614 / 0.330 / 3.15 / 263 / 0.232
[placed cells by master, fill, tap and decap left out]
cell type and count:
a21o_1 1, nor3_1 4, a311o_1 1, o21ai_0 3, inv_6 1, nor2_1 6, edfxtp_1 31, nand2_1 19
inv_1 10, clkbuf_8 5, dfrtp_1 2, o211a_1 1, nand3_1 3, a211oi_1 1, a21boi_0 1, bufinv_16 1
o21a_1 2, or3_1 2, ha_1 9, o21bai_1 2, xnor2_1 2, nor2b_1 3, o21ai_1 1, nand2b_1 1
clkdlybuf4s50_1 17, clkinv_4 1, dfxtp_1 2, nor3b_1 1, a211oi_2 1, o31ai_1 2, and2_1 8, fa_1 1
mux2i_1 1, buf_4 3, a21oi_1 6
[layer usage]
metal | up-vias | GRT usage | part of all wire
met3 | 5 | 0.0211 | 0.10
met5 | - | 0 | 0
met1 | 486 | 0.0583 | 0.45
li1 | 506 | - | -
met4 | 0 | 0.00578 | 0.0086
met2 | 26 | 0.0751 | 0.44
[kinds of logic (layout without fill, tap and decap cells)]
| kind of cell | Yosys count | count (layout) | synth area share |
|---|---|---|---|
| buffers and inverters | 13 | 38 | 0.0319 |
| AOI/OAI and AO/OA | 22 | 22 | 0.0934 |
| xor gates and xnor gates | 2 | 2 | 0.0109 |
| muxes | 1 | 1 | 0.00623 |
| and+or+nand+nor | 47 | 47 | 0.139 |
| adders and majority gates | 10 | 10 | 0.0826 |
| DFF | 35 | 35 | 0.636 |
[sequential cells by signal (all words and copies together) (netlist names)]
| register | cells |
|---|---|
| operand_bb | 4 |
| NS | 2 |
| partial_prod | 8 |
| multiplicand | 8 |
| shift_count | 3 |
| PS | 2 |
| prod | 8 |
[cell type report]
type	count	area share
inverters	10	0.0184
repair buffers	20	0.0946
flip-flops and latches	35	0.501
multi-input cells	82	0.262
well taps	108	0.0663
clock inverters	3	0.0233
clock buffers	5	0.0338
[cell usage after synthesis, drive strengths merged (2+ instances only)]
cell,count
a211oi,2
a21oi,6
and2,8
buf,2
dfrtp,2
dfxtp,2
edfxtp,31
ha,9
inv,10
nand2,19
nand3,3
nor2,6
nor2b,3
nor3,4
o21a,2
o21ai,4
o21bai,2
o31ai,2
or3,2
xnor2,2
[worst paths after layout]
kind                                       from               to  slack (ns)  depth (start not counted)
worst max-delay path                    prod[0]          prod[0]        3.15                          1
worst min-delay path                      NS[1]            PS[1]        0.33                          0
worst max register to register  multiplicand[0]  partial_prod[6]        3.41                          7
worst min register to register            NS[1]            PS[1]        0.33                          0
max in group asynchronous                   rst            PS[1]        4.26                          2
min in group asynchronous                   rst            PS[0]        0.92                          2
[report_power, final]
| group | internal [mW] | switching (mW) | leakage (nW) |
|---|---|---|---|
| clock network | 0.143 | 0.104 | 0.0587 |
| registers | 0.311 | 0.00485 | 0.361 |
| logic | 0.0269 | 0.0255 | 0.370 |
Power and IR drop assume default switching activity.
