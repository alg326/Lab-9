[flow/config.mk]
export PLATFORM = sky130hd
export DESIGN_NAME = multiplier_comb
export DESIGN_NICKNAME = multiplier_comb
export VERILOG_FILES = /design/flow/design.v
export SDC_FILE = /design/flow/constraint.sdc
export NUM_CORES = 4
export LEC_CHECK = 1
export CORE_AREA = 10 10 72 72
export DIE_AREA = 0 0 82 82
[flow/constraint.sdc]
current_design multiplier_comb

set clk_period 3.4
set clk_io_pct 0.2

create_clock -name clk0 -period $clk_period

set non_clock_inputs [all_inputs -no_clocks]
set_input_delay [expr $clk_period * $clk_io_pct] -clock clk0 $non_clock_inputs
set_output_delay [expr $clk_period * $clk_io_pct] -clock clk0 [all_outputs]
[flow/run.sh]
#!/bin/bash
# OpenROAD 26Q1-2900-gdf79404cd8, Yosys 0.63+post, stock flow scripts
make -C /OpenROAD-flow-scripts/flow DESIGN_CONFIG=/design/flow/config.mk WORK_HOME=/design/flow/orfs finish
[flow/design.v]
`timescale 1ns / 1ps
module multiplier_comb(a,b,p);
    input [3:0] a,b;
    wire [3:0] m0;
    wire [4:0] m1;
    wire [5:0] m2;
    wire [6:0] m3;
    wire [7:0] s1,s2,s3;
    output [7:0] p;
    assign m0 = {4{a[0]}} & b[3:0];
    assign m1 = {4{a[1]}} & b[3:0];
    assign m2 = {4{a[2]}} & b[3:0];
    assign m3 = {4{a[3]}} & b[3:0];
    assign s1 = m0+(m1<<1);
    assign s2 = s1+(m2<<2);
    assign s3 = s2+(m3<<3);
    assign p = s3;
endmodule
==> run summary <==
Distinct lib cells used: 10
final core occ: 0.192
final worst slack: -0.370 ns
DR DRC count: 0
largest stage delay on the critical path: 0.54 ns
Synth logic family: adder cells
Max-area cell share: 0.325
WS Path Type: input port to output port
initial DRC count: 8
Area Growth Syn to Fin: 83.4%
Routed WL: 1.05 mm
Hold Crit Class: input port to output port
maximum clock frequency: 0.265 GHz
syn avg cell area: 9.18 um2
hold buffer count at CTS: 0
first-pass GRT wire length: 1.70 mm
Synth Seq Share: 0
status: finished, violations left
Worst slew margin: 0.915
n_diodes: 0
Synth top cell by count: and2_1
flop count: 0
I/O Buffers: 16
GPL Wtd Cong: 0.817
total gr overflow: 0
tool warnings: 35
io pins: 16
met2 GRT Util: 0.0337
endpoint class of the critical path: output port
Final Hold Vio Count: 0
via/cell ratio: 3.18
pwr/cell area: 153 nW/um2
row cnt: 22
final setup violating endpoints: 4
DP HPWL: 858 um
critical path's slowest cell: fa_1
critical path, cell by cell: buf_6, and2_4, fa_1, inv_2, fa_1, inv_2, ha_4, fa_2, a21o_1, a21oi_2, xnor2_1, buf_2
hold path endpoint: p[7]
post-synth design cell area: 385 um2
Crit path max-delay family: adder cells
pin count of the biggest net entering global routing: 5
core area: 3690 um2
Mapped Cells: 42
Commonest cells post-synth: 12 x and2_1, 10 x ha_1, 5 x fa_1
Simple-Gate Area Share: 0.234
buffer and inverter count on the worst path: 4
Hold Path Stages: 5
Floorplan Utilization: 0.104
fin. max-slew vios: 0
share of layout cells above drive strength 1: 0.478
adder share: 0.584
Yosys warnings: 0
chip width: 82 um
TritonRoute pass-1 iters: 4
Largest cells by area: ha_1 32%, fa_1 26%, and2_1 19%
wire per inst: 8.94 um
Most Crowded Layer GR: met1
initial antenna violation count: 0
die area: 6720 um2
Die H: 82 um
arrival time worst endpoint: 3.09 ns
M1 GR Usage: 0.0546
vias in the first global route: 365
Post-Synth XOR/XNOR Area: 0.0682
All-Layer GR Usage: 0.0310
sequential standard cell area: 0 um2
Hold Path Origin: b[3]
Tmin final: 3.77 ns
via count: 372
maximum vdd drop: 0.0596 mV
MaxCap Viol Count: 0
worst slew pin tran: 0.126 ns
ao+oa area frac: 0.0747
Max Fanout on Critical Path: 2
Clock Buffer Count: 0
largest area contributor in the netlist: ha_1
failing checks: setup timing
ANT nets after route: 0
Lkg Pwr: 0.365 nW
RSZ-0062 raised after global routing: true
Multiplexer share: 0
ys cells: 42
Worst setup SP type: input port
worst path required time: 2.72 ns
GR met3 Demand/Resource: 0.0121
Power Total: 0.108 mW
fin crit share: 1.11
Yosys chip area: 385 um2
-- metrics by stage --
| step | setup slack, ns | cells | hold WS, ns | instance area (um2) | TNS (ns) |
|---|---|---|---|---|---|
| floorplan | -0.0796 | 42 | 1.43 | 393 | -0.0796 |
| global route | -0.439 | 117 | 1.96 | 707 | -1.38 |
| CTS | -0.411 | 116 | 1.92 | 692 | -1.21 |
| detailed placement | -1.12 | 112 | 2.38 | 658 | -4.17 |
| global placement | -1.14 | 112 | 2.39 | 658 | -4.29 |
| finish | -0.370 | 117 | 1.93 | 707 | -1.11 |
-- worst min-delay path: stages --
cell     delay [ns]
buf_2          0.11
and2_1         0.12
ha_1           0.16
xnor2_1        0.07
buf_2          0.11
-- cell families (layout without fill, tap and decap cells) --
logic type                 count (synthesis)  in the layout
AOI/OAI and AO/OA                          4              4
xor gates and xnor gates                   3              3
adders and majority gates                 15             15
buffers and inverters                      4             31
and+or+nand+nor                           16             16
-- cell type report --
cell class         count  area, um2
fillers              425       2980
inverters              4       15.0
multi-input cells     38        419
well taps             48       60.1
repair buffers        27        213
-- worst max path at each step --
stage	cells after the start	endpoint	from	slack [ns]
4_1_cts	12	p[7]	a[1]	-0.41
5_1_grt	12	p[7]	a[1]	-0.44
6_report	12	p[7]	a[1]	-0.37
-- report_power, final --
part	internal (mW)	total, mW	switching (mW)
Sequential	0	0	0
Combinational	0.0653	0.108	0.0431
Clock	0	0	0
-- layout by cell type, fill, tap and decap left out --
master,n
and2_1,9
ha_1,8
buf_4,8
buf_2,7
buf_6,5
nand2_1,4
and2_4,3
fa_1,3
dlygate4sd2_1,3
clkdlybuf4s50_1,3
inv_2,2
inv_1,2
a21o_1,2
a21oi_2,2
xnor2_1,2
fa_2,2
ha_4,2
xor2_2,1
clkbuf_2,1
-- timing repair --
item	CTS	global route
setup endpoints to repair	5	4
pin swaps	13	9
setup buffers	4	1
gates resized	49	4
-- layer usage --
metal  vias to the layer above  part of all wire
met5                         -                 0
met4                         0                 0
met3                         0              0.15
met2                        16              0.28
met1                       167              0.58
li1                        189                 -
No activity file was given, so power comes from the tool's default toggle rates.
